==> flow/run.sh <==
#!/bin/bash
# OpenROAD 26Q1-2900-gdf79404cd8, Yosys 0.63+post, stock flow scripts
make -C /OpenROAD-flow-scripts/flow DESIGN_CONFIG=/design/flow/config.mk WORK_HOME=/design/flow/orfs finish
==> flow/design.v <==
module MiniRegisterFile(BusA, BusB, BusW, RW, RegWr, Clk);
    output [63:0] BusA;
    output [63:0] BusB;
    input [63:0] BusW;
    input RW;
    input RegWr;
    input Clk;
    reg [31:0] registers [1:0];
    assign #2 BusA = registers[0];
    assign #2 BusB = registers[1];
    always @ (negedge Clk) begin
        if(RegWr)
            registers[RW] <= #3 BusW;
    end
endmodule
==> flow/constraint.sdc <==
current_design MiniRegisterFile

set clk_period 4.7
set clk_io_pct 0.2

create_clock -name clk0 -period $clk_period [get_ports {Clk}]

set non_clock_inputs [all_inputs -no_clocks]
set_input_delay [expr $clk_period * $clk_io_pct] -clock clk0 $non_clock_inputs
set_output_delay [expr $clk_period * $clk_io_pct] -clock clk0 [all_outputs]
==> flow/config.mk <==
export PLATFORM = sky130hd
export DESIGN_NAME = MiniRegisterFile
export DESIGN_NICKNAME = MiniRegisterFile
export VERILOG_FILES = /design/flow/design.v
export SDC_FILE = /design/flow/constraint.sdc
export NUM_CORES = 4
export LEC_CHECK = 1
export CORE_UTILIZATION = 30
==> results.sh <==
# yosys + openroad results
export IMPL_dr_first_iter_drc_count=20
export IMPL_place_detailed_hpwl_um=2788
export IMPL_cts_root_to_sink_buffers=2
export IMPL_post_synth_xor_area_fraction=0
export IMPL_floorplan_die_area_um2=8450
export IMPL_synth_mux_area_fraction=0
export IMPL_drive_gt1_frac=0.07051
export IMPL_synth_comb_largest_family="buffers and inverters"
export IMPL_critical_path_slowest_cell="sky130_fd_sc_hd__clkdlybuf4s50_1"
export IMPL_initial_core_util=0.3123
export IMPL_clock_tree_htree_level_count=3
export IMPL_drt_antenna_violating_nets=0
export IMPL_grt_use_total=0.1040
export IMPL_rsz_0062_raised_after_global_routing="false"
export IMPL_pwr_per_cell_area_nw_per_um2=375.5
export IMPL_routedWlPerCell_um=9.831
export IMPL_critical_path_max_stage_delay_ns=0.49
export IMPL_path_cells="clkdlybuf4s50_1"
export IMPL_finalPower_mw=1.425
export IMPL_die_h_um=91.93
export IMPL_antenna_violations_before_repair=0
export IMPL_synth_lib_cells_used_distinct=6
export IMPL_routed_wl_um=4070
export IMPL_groute_layer_met1_usage=0.1158
export IMPL_vias_after_detailed_routing=1415
export IMPL_endpoint_kind="primary output"
export IMPL_worst_hold_path_type="input pin to flip-flop"
export IMPL_whs_endpoint="registers[1][19]"
export IMPL_post_synthesis_instance_total=132
export IMPL_clock_pin_transition_on_the_worst_setup_and_hold_timing_paths_ns=0.04
export IMPL_final_max_slew_violation_count=0
export IMPL_antenna_cells_inserted=0
export IMPL_remaining_drc_errors=0
export IMPL_setup_violations_final=0
export IMPL_power_static_leakage_nw=1.674
export IMPL_yosys_stat_chipArea_um2=2426
export IMPL_peakVddDrop_mv=0.1457
export IMPL_timing_critical_path_buf_inv=1
export IMPL_grt_remaining_overflow=0
export IMPL_cts_root_buf="sky130_fd_sc_hd__clkbuf_8"
export IMPL_n_fill_cell=666
export IMPL_cp_data_arrival_time_ns=3.52
export IMPL_startpoint_type="flip-flop"
export IMPL_number_of_clock_sinks_seen_by_cts=64
export IMPL_post_cts_buffers=0
export IMPL_registers_top_by_ff_count="registers"
export IMPL_fp_dieW_um=91.93
export IMPL_crit_path_required_time_ns=3.76
export IMPL_number_of_global_route_vias_before_repair=1368
export IMPL_yosys_stat_seqShare=0.7922
export IMPL_grt_use_met3=0.08523
export IMPL_holdPathStages=1
export IMPL_path_max_fanout=1
export IMPL_drt_pass1_iter_count=2
export IMPL_area_growth_pct=56.42
export IMPL_fp_row_count=32
export IMPL_synth_stat_cells=132
export IMPL_status="finished clean"
export IMPL_cts_tree="yes"
export IMPL_worst_setup_path_type="flip-flop to primary output"
export IMPL_grt_busiest_layer="met2"
export IMPL_final_core_utilization=0.4886
export IMPL_numPortBuffers=98
export IMPL_reg_largest_list="registers x64"
export IMPL_yosys_area_share_aoi=0
export IMPL_placeable_core_region_um2=7767
export IMPL_tool_warning_count=121
export IMPL_dp_slack_ns=0.2409
export IMPL_yosys_register_bits=64
export IMPL_cts_hold_buf=0
export IMPL_worst_path_dominant_cell_family="buffers and inverters"
export IMPL_detail_route_vias_per_cell=3.418
export IMPL_boundaryPins=195
export IMPL_syn_area_per_cell_um2=18.38
export IMPL_dpl_cell_area_um2=3371
export IMPL_min_from="BusW[19]"
export IMPL_hold_violations=0
export IMPL_largest_register_ff_count=64
export IMPL_post_synth_and_or_nand_nor_area_fraction=0.006704
export IMPL_yosysWarningCount=1
export IMPL_setup_tns_final_ns=0
export IMPL_ctsResizeCount=0
export IMPL_stdcell_area_um2=3795
export IMPL_timing_max_cap_violations=0
export IMPL_pin_count_of_the_biggest_net_entering_global_routing=20
export IMPL_netlist_area_um2=2426
export IMPL_place_gp_congestion=0.7145
export IMPL_groute_layer_met2_usage=0.1412
export IMPL_cts_made_buffers=9
export IMPL_setup_ws_ns=0.2369
export IMPL_global_route_wire_length_before_repair_um=6189
export IMPL_yosys_area_share_adder=0
[through the flow]
stage,instances,hold slack [ns]
finish,414,3.480
global route,414,3.450
CTS,414,3.461
detailed placement,335,3.873
global placement,335,3.866
floorplan,195,3.389
[layer usage]
metal / share of wire / wire length [um]
met3: 0.15 / 630
met5: 0 / 0
met4: 0.014 / 56
met2: 0.49 / 1975
met1: 0.35 / 1407
[cell usage in the layout (no fill, tap or decap)]
| master | instances |
|---|---|
| sky130_fd_sc_hd__inv_4 | 2 |
| sky130_fd_sc_hd__clkbuf_8 | 9 |
| sky130_fd_sc_hd__and2_2 | 1 |
| sky130_fd_sc_hd__clkinv_8 | 1 |
| sky130_fd_sc_hd__inv_6 | 3 |
| sky130_fd_sc_hd__clkinv_4 | 1 |
| sky130_fd_sc_hd__and2b_2 | 1 |
| sky130_fd_sc_hd__clkdlybuf4s50_1 | 98 |
| sky130_fd_sc_hd__inv_1 | 64 |
| sky130_fd_sc_hd__conb_1 | 64 |
| sky130_fd_sc_hd__edfxtp_1 | 64 |
| sky130_fd_sc_hd__buf_12 | 4 |
[power by group]
part	internal (mW)	total (mW)	switching, mW
Sequential	0.676	0.684	0.00803
Clock	0.273	0.629	0.355
Combinational	0.0874	0.113	0.0252
Total	1.04	1.43	0.388
[worst max-delay path by stage]
stage | start | to | slack, ns | cells past startpoint
4_1_cts | registers[0][3] | BusA[3] | 0.21 | 1
5_1_grt | registers[1][23] | BusB[23] | 0.15 | 1
6_report | registers[1][1] | BusB[1] | 0.24 | 1
[cells by family after synthesis]
| group | count (synthesis) |
|---|---|
| buf+inv | 65 |
| flops | 64 |
| simple gates | 2 |
| other cells | 1 |
[cells in the mapped netlist]
master	count	area share
sky130_fd_sc_hd__and2_2	1	0.0031
sky130_fd_sc_hd__edfxtp_1	64	0.79
sky130_fd_sc_hd__buf_4	64	0.20
sky130_fd_sc_hd__and2b_2	1	0.0036
sky130_fd_sc_hd__conb_1	1	0.0015
sky130_fd_sc_hd__inv_1	1	0.0015
[area by class of cell]
cell class,instances,area [um2],area share
clock buffers,9,123.9,0.03264
clock inverters,71,304.0,0.08012
multi-input cells,66,256.5,0.06759
flip-flops and latches,64,1922,0.5064
well taps,102,127.6,0.03363
repair buffers,102,1061,0.2796
