**flow/config.mk**
```make
export PLATFORM = sky130hd
export DESIGN_NAME = RegisterFile
export DESIGN_NICKNAME = RegisterFile
export VERILOG_FILES = /design/flow/design.v
export SDC_FILE = /design/flow/constraint.sdc
export NUM_CORES = 4
export LEC_CHECK = 1
export CORE_UTILIZATION = 40
```
**flow/constraint.sdc**
```tcl
current_design RegisterFile

set clk_period 10.0
set clk_io_pct 0.2

create_clock -name clk0 -period $clk_period [get_ports {Clk}]

set non_clock_inputs [all_inputs -no_clocks]
set_input_delay [expr $clk_period * $clk_io_pct] -clock clk0 $non_clock_inputs
set_output_delay [expr $clk_period * $clk_io_pct] -clock clk0 [all_outputs]
```
**flow/design.v**
```verilog
module RegisterFile(BusA, BusB, BusW, RA, RB, RW, RegWr, Clk);
	output [63:0] BusA;
	output [63:0] BusB;
	input [63:0] BusW;
	input [4:0] RA, RB, RW;
	input RegWr, Clk;
	reg [63:0] registers[31:0];
	integer i;
	initial begin								 
		for(i = 0; i < 32; i = i + 1)
		begin
			registers[i] <= 0;
		end
	end
	assign #2 BusA = registers[RA];
	assign #2 BusB = registers[RB];
	always@ (negedge Clk) begin
		if(RegWr) begin
			if(RW != 31) begin					 
				registers[RW] <= #3 BusW;
			end
		end
	end
endmodule
```
**flow/run.sh**
```bash
#!/bin/bash
# OpenROAD 26Q1-2900-gdf79404cd8, Yosys 0.63+post, stock flow scripts
make -C /OpenROAD-flow-scripts/flow DESIGN_CONFIG=/design/flow/config.mk WORK_HOME=/design/flow/orfs finish
```
==> results_slide.txt <==
Physical Implementation Snapshot

Yosys
  – Yosys xor share: 0%
  – Cells in synth_stat.txt: 4570
  – Mapped Avg Cell Area: 20.3 um^2
  – Yosys synthesis chip area: 92700 um^2
  – Register area share after synthesis: 66.3%
  – Async SR Flop Fraction: 0%
  – Post-Synthesis Cell Area: 92700 um^2
  – Post-Synth Adder-Cell Area: 0%
  – Syn Inst Count: 4570
  – Top logic family: multiplexers
  – Seq cells post-synth: 2048
  – EDFF count, synth: 2048
  – Yosys simple share: 2.13%
  – Post-synth top area cell: edfxtp_1
  – Area share, top type: 66.3%
  – Unique cell types: 44
  – Synth Area in Compound Gates: 4.54%
  – Main synth FF type: edfxtp_1
  – Mux area share: 24.6%
  – Yosys warning tally: 1
  – Top cells, area: edfxtp_1 (66%), mux4_2 (21%), mux2i_1 (3.1%)

Detailed routing
  – Vias post-DR: 58420
  – # DRC: 0
  – TritonRoute pass-1 iters: 6
  – Post-route ant nets: 0
  – Post-DR wirelength/cell: 28.7 um
  – Initial drt markers: 3527
  – Total wire length: 294000 um
  – Vias per inst: 5.70

Die
  – I/O pin cnt: 209
  – Die height: 483 um
  – Core Util at FP: 40.3%
  – Die area: 234000 um^2
  – Core footprint: 230000 um^2
  – Die Width: 483 um
  – Site Rows: 176

Power and ir drop
  – Sequential share of power: 42.7%
  – Switching Power: 6430 uW
  – Comb power frac: 7.2%
  – Worst VDD drop: 0.200 mV
  – Pwr Total: 22700 uW
  – Switching Share: 28.3%
  – Power Density: 198 nW/um^2
  – P_leak: 0.0447 uW
  – Int Power: 16300 uW
  – Clock share of power: 50.1%

Clocking
  – Root Driver: clkbuf_16
  – H-tree levels: 4
  – Postcts setup bufs: 0
  – TritonCTS Buffers: 225
  – Cts hold-fix bufs: 0
  – CTS tree: yes
  – Clk buf depth: 3
  – CTS Sinks: 2048
  – CTS clk-pin slew, worst paths: 0.03 ns

Finish
  – Most frequent cells in the layout: inv_1 (2101), edfxtp_1 (2048), mux4_2 (869), o22ai_1 (325), mux2i_1 (286)
  – Reg area: 61500 um^2
  – Logic area: 29700 um^2
  – Dominant logic cell type in the layout: inv_1
  – Post-route cell area: 115000 um^2
  – Fillers: 18177
  – Most flops, register: registers
  – Area Overhead vs Synth: 24.0%
  – Max FFs per register: 2048
  – Largest regs: registers x2048
  – Layout cells sized above 1: 23.0%

Global route
  – Initial antenna violation count: 3
  – Global-route wire length before repair: 424000 um
  – Largest net degree at the start of global routing: 97
  – GR Overflow Total: 0
  – Total track usage: 27.9%
  – Vias in the first global route: 68013

Final timing
  – Hold Slack: 5.13 ns
  – Setup violations, final: 0
  – Worst slew pin tran: 0.928 ns
  – Rel. slew slack: 38.0%
  – Post-route setup slack: 0.106 ns
  – Final hold violation count: 0
  – Max Slew Vio Count: 0

Job
  – Max Cap Violations: 0
  – Tool warnings: 1028

Placement
  – Placed inst area: 99700 um^2
  – Gpl congestion: 0.891
  – DPL Wire Length: 169000 um
  – Place WS: 0.553 ns
  – Buffers on Ports: 208

Worst setup path
  – CP top delay family: buffers and inverters
  – Worst Path Buf+Inv: 2
  – CP max FO: 2
  – Setup crit start kind: flop
  – Critical Path AT: 7.89 ns
  – Crit-path max cell delay: 0.58 ns
  – Worst setup EP type: primary output
  – CP Class: flop to primary output
  – Crit-path cells: mux4_2 > o22ai_1 > nor4_1 > buf_4 > clkdlybuf4s50_1
  – WP data required: 8.00 ns
  – CP max-delay cell: nor4_1

Outcome
  – Status: complete, no violations

Hold path
  – Hold WC Path Type: input pin to primary output
-- Yosys cell counts (2+ instances only) --
master,n
nor2b_1,47
or3b_2,3
a2111oi_0,13
o21ai_0,5
and2_1,7
a21oi_1,41
a31oi_1,2
nand3_1,48
nor2_1,65
a221oi_1,5
clkbuf_1,82
nand2b_1,11
buf_2,149
buf_4,47
a211oi_1,37
clkbuf_2,2
clkbuf_4,3
nor4_2,10
or2_2,5
buf_1,11
mux2i_1,286
buf_8,7
nor3_1,6
mux2_2,32
nand2_1,19
o22ai_1,325
nand4_1,26
nand3b_1,7
buf_6,56
or3_1,4
edfxtp_1,2048
mux4_2,869
nand2_2,2
a22oi_1,196
nor4_1,85
-- tightest hold or removal path, delay by kind of cell --
kind,cells,cell delay (ns)
AND/OR/NAND/NOR,3,0.31
buffers and inverters,3,0.81
-- power by group through the flow --
stage | logic [uW] | clock network [uW] | registers (uW)
6_report | 1650 | 11400 | 9700
5_1_grt | 1760 | 12700 | 9700
4_1_cts | 1660 | 11700 | 9700
-- path summary, 6_finish.rpt --
kind | from | to | slack, ns | depth (start not counted)
max | registers[16][24] | BusB[24] | 0.11 | 5
min | RB[2] | BusB[41] | 5.13 | 6
-- layer usage --
layer  routed length (um)  vias to the layer above  GRT usage (%)
met4                11200                       16           12.4
met5                  323                        -           1.71
li1                     -                    25088              -
met2               138000                     4255           38.6
met3                53800                      604           24.6
met1                90600                    28457           29.8
-- kinds of logic (layout without fill, tap and decap cells) --
| group | count (synthesis) | in the layout |
|---|---|---|
| simple gates | 347 | 347 |
| compound gates | 627 | 627 |
| flops | 2048 | 2048 |
| mux | 1187 | 1187 |
| other cells | 1 | 65 |
| buf+inv | 360 | 2952 |
-- through the flow --
stage / setup TNS (ns) / std cells / utilization [%]
floorplan: -1059.16 / 4633 / -
global placement: 0 / 7793 / 43.3
detailed placement: 0 / 7793 / 43.3
CTS: 0 / 10251 / 49.9
global route: -0.0793 / 10251 / 50.0
finish: 0 / 10252 / 50.0
-- repair_timing --
action | CTS | global route
cloned | 0 | 0
setup endpoints to repair | 3 | 22
gates resized | 5 | 28
pin swaps | 0 | 6
endpoints found under the hold margin | 0 | 0
-- layout make-up --
| cell class | count | area share, % |
|---|---|---|
| clock inverter | 2233 | 8.23 |
| clock buffer | 226 | 4.92 |
| inverter | 1 | 0.00326 |
| multi-input combinational | 2225 | 25.9 |
| antenna | 1 | 0.00218 |
| sequential | 2048 | 53.5 |
| tap | 3026 | 3.29 |
| timing repair buffer | 492 | 4.23 |
No activity file was given, so power comes from the tool's default toggle rates.
