File: ./design.v
module NextPClogic(NextPC, CurrentPC, SignExtImm64, Branch, ALUZero, Uncondbranch); 
       input [63:0] CurrentPC, SignExtImm64; 
       input Branch, ALUZero, Uncondbranch; 
       output [63:0] NextPC; 
       reg [63:0] NextPC;
       always@(*)
              begin
                     if(Uncondbranch)                                  
                     begin
                            NextPC <= #3 CurrentPC + SignExtImm64;
                     end
                     else if(Branch)
                     begin
                            if(ALUZero == 1)
                            begin
                                   NextPC <= #3 CurrentPC + SignExtImm64;         
                            end
                            else 
                            begin
                                   NextPC <= #2 CurrentPC + 4;                
                            end
                     end
                     else                                              
                     begin                
                            NextPC <= #2 CurrentPC + 4;
                     end
              end
endmodule
File: ./run.sh
#!/bin/bash
# OpenROAD 26Q1-2900-gdf79404cd8, Yosys 0.63+post, stock flow scripts
make -C /OpenROAD-flow-scripts/flow DESIGN_CONFIG=/design/flow/config.mk WORK_HOME=/design/flow/orfs finish
File: ./config.mk
export PLATFORM = sky130hd
export DESIGN_NAME = NextPClogic
export DESIGN_NICKNAME = NextPClogic
export VERILOG_FILES = /design/flow/design.v
export SDC_FILE = /design/flow/constraint.sdc
export NUM_CORES = 4
export LEC_CHECK = 1
export CORE_UTILIZATION = 30
File: ./constraint.sdc
current_design NextPClogic

set clk_period 36.1
set clk_io_pct 0.2

create_clock -name clk0 -period $clk_period

set non_clock_inputs [all_inputs -no_clocks]
set_input_delay [expr $clk_period * $clk_io_pct] -clock clk0 $non_clock_inputs
set_output_delay [expr $clk_period * $clk_io_pct] -clock clk0 [all_outputs]
==> metrics.txt <==
# HELP chip_impl_metric Flow report values
# TYPE chip_impl_metric gauge
chip_impl_metric{name="max_cap_violations",unit=""} 0
chip_impl_info{name="run_status",value="completed"} 1
chip_impl_metric{name="log.warning_count",unit=""} 32
chip_impl_metric{name="peak_supply_drop",unit="V"} 0.000005981
chip_impl_metric{name="globalRouteMet3Util",unit="%"} 1.161
chip_impl_metric{name="yosys.stat.chipArea",unit="um^2"} 5615
chip_impl_metric{name="cp.required",unit="ns"} 28.88
chip_impl_metric{name="ys_seq_share",unit="%"} 0
chip_impl_metric{name="seq_power_share",unit="%"} 0
chip_impl_info{name="worst-setup-path-type",value="in -> out"} 1
chip_impl_metric{name="worstHoldPathCells",unit=""} 4
chip_impl_metric{name="die_w",unit="um"} 138.8
chip_impl_metric{name="timing.slew.headroom",unit="%"} 36.99
chip_impl_metric{name="drt-wirelength-per-cell",unit="um"} 16.02
chip_impl_metric{name="grt_first_pass_wirelength",unit="um"} 33070
chip_impl_metric{name="drv_slew",unit=""} 0
chip_impl_metric{name="holdBufCountCts",unit=""} 0
chip_impl_metric{name="globalRouteOverflowTotal",unit=""} 0
chip_impl_metric{name="power.density_cell_area",unit="nW/um^2"} 17.03
chip_impl_metric{name="floorplanUtilization",unit="%"} 30.94
chip_impl_metric{name="hold_viol",unit=""} 0
chip_impl_metric{name="finalWirelength",unit="um"} 20260
chip_impl_metric{name="leakage_component_of_the_power",unit="nW"} 3.140
chip_impl_metric{name="ys_cells",unit=""} 882
chip_impl_info{name="ys_top_cells_by_area",value="ha_1, xnor2_1, a21oi_1, nand2_1, xor2_1"} 1
chip_impl_metric{name="drt_drc_violations_left",unit=""} 0
chip_impl_metric{name="die_y",unit="um"} 138.8
chip_impl_metric{name="post-route-period-util",unit="%"} 51.20
chip_impl_info{name="hold-path-endpoint",value="NextPC[0]"} 1
chip_impl_metric{name="sequential_cell_area",unit="um^2"} 0
chip_impl_metric{name="minimum_clock_period",unit="ns"} 18.48
chip_impl_metric{name="routed-via-count",unit=""} 6778
chip_impl_metric{name="num-fill-cells",unit=""} 1898
chip_impl_metric{name="timing.setup.tns",unit="ns"} 0
chip_impl_metric{name="dp_hpwl",unit="um"} 16960
chip_impl_metric{name="synthesis.instances",unit=""} 882
chip_impl_metric{name="placement.io_buffers",unit=""} 195
chip_impl_info{name="hp-start",value="CurrentPC[0]"} 1
chip_impl_metric{name="fmax",unit="GHz"} 0.05410
chip_impl_info{name="yosys.cell_count.top_type",value="nand2_1"} 1
chip_impl_metric{name="finalWeightedCongestion",unit=""} 0.9345
chip_impl_metric{name="post_cts_resized",unit=""} 0
chip_impl_metric{name="via_per_inst",unit=""} 5.358
chip_impl_metric{name="top_level_ports",unit=""} 195
chip_impl_info{name="yosys-top-cells-count",value="nand2_1, a21oi_1, nor2_1"} 1
chip_impl_metric{name="power.share.switching",unit="%"} 46.99
chip_impl_metric{name="num_antenna_cells",unit=""} 0
chip_impl_metric{name="synthToLayoutAreaGrowth",unit="%"} 37.32
chip_impl_metric{name="setup-violations-final",unit=""} 0
chip_impl_metric{name="detailedRoute.firstPassIterationCount",unit=""} 25
chip_impl_metric{name="antenna_left",unit=""} 0
chip_impl_metric{name="overall_fraction_of_global_route_tracks_in_use",unit="%"} 20.95
chip_impl_metric{name="timing.final.ws_setup",unit="ns"} 17.62
chip_impl_metric{name="power.net_switching",unit="uW"} 61.71
chip_impl_info{name="grt_setup_unrepaired",value="false"} 1
chip_impl_metric{name="maximum_number_of_pins_on_one_net_before_global_route_repair",unit=""} 68
chip_impl_metric{name="post_cts_buffers",unit=""} 0
chip_impl_metric{name="arrival",unit="ns"} 11.26
chip_impl_metric{name="die-area",unit="um^2"} 19270
chip_impl_metric{name="use_met1",unit="%"} 32.17
chip_impl_info{name="holdCritPathClass",value="in -> out"} 1
chip_impl_metric{name="measured_slew_at_the_worst_slew_check_pin",unit="ns"} 0.9379
chip_impl_metric{name="clockBufferCount",unit=""} 0
chip_impl_info{name="global_route.peak_usage_layer",value="met2"} 1
chip_impl_metric{name="yosys.cell_types.count",unit=""} 65
chip_impl_metric{name="power.share.combinational",unit="%"} 100.0
chip_impl_metric{name="antenna_found_initial",unit=""} 0
chip_impl_metric{name="initialDrtViolationCount",unit=""} 423
chip_impl_metric{name="cellInternalPower",unit="uW"} 69.62
chip_impl_metric{name="std_cell_rows",unit=""} 49
chip_impl_metric{name="clkPwrFrac",unit="%"} 0
chip_impl_metric{name="met2_use_gr",unit="%"} 33.55
chip_impl_metric{name="grt_pass1_vias",unit=""} 6328
chip_impl_metric{name="critical_path_peak_fanout",unit=""} 7
chip_impl_metric{name="layout-drive-gt1-share",unit="%"} 2.799
chip_impl_metric{name="avg_synthesized_cell_area",unit="um^2"} 6.367
chip_impl_info{name="worst_setup_path_start_kind",value="input pin"} 1
chip_impl_metric{name="fin_cells",unit=""} 1265
chip_impl_metric{name="number_of_flip_flops_and_latches",unit=""} 0
chip_impl_metric{name="yosys_warnings",unit=""} 1
chip_impl_info{name="crit_path_end_kind",value="output port"} 1
chip_impl_metric{name="dpl.cell_count",unit=""} 1265
chip_impl_info{name="netlist.top_cell.by_area",value="ha_1"} 1
chip_impl_metric{name="core_area",unit="um^2"} 18150
chip_impl_metric{name="synth_area",unit="um^2"} 5615
chip_impl_metric{name="netlist.area_leader.share",unit="%"} 14.26
chip_impl_metric{name="dpl_worst_slack",unit="ns"} 17.64
-- area by class of cell --
| class | instances | area, um^2 | share of cell area, % |
|---|---|---|---|
| well taps | 229 | 286.5 | 3.716 |
| inverters | 24 | 90.09 | 1.168 |
| multi-input cells | 814 | 5360 | 69.51 |
| repair buffers | 198 | 1974 | 25.60 |
-- worst max-delay path by stage --
| stage | from | endpoint | slack, ns | depth (start not counted) |
|---|---|---|---|---|
| 4_1_cts | CurrentPC[2] | NextPC[63] | 17.60 | 13 |
| 5_1_grt | CurrentPC[2] | NextPC[63] | 17.37 | 13 |
| 6_report | CurrentPC[2] | NextPC[63] | 17.62 | 13 |
-- cells by family after synthesis --
logic type	share of synthesized area [%]
AND/OR/NAND/NOR	29.86
AND-OR/OR-AND	31.82
XOR/XNOR	18.56
buffers and inverters	4.702
adder cells (fa/ha/maj)	14.62
multiplexers	0.4456
-- stage by stage --
| step | power (mW) | utilization [%] | hold WS, ns | cell area [um^2] |
|---|---|---|---|---|
| floorplan | 0.06997 | - | 14.47 | 5615 |
| global placement | 0.1316 | 42.49 | 15.37 | 7711 |
| detailed placement | 0.1306 | 42.49 | 15.37 | 7711 |
| CTS | 0.1316 | 42.49 | 15.37 | 7711 |
| global route | 0.1452 | 42.49 | 15.40 | 7711 |
| finish | 0.1313 | 42.49 | 15.36 | 7711 |
-- power groups by stage --
| stage | Combinational (mW) | Sequential (mW) | Clock, mW |
|---|---|---|---|
| final | 0.131 | 0 | 0 |
| after global routing | 0.145 | 0 | 0 |
| after CTS | 0.132 | 0 | 0 |
-- worst max-delay path: stages --
cell	delay, ns
clkdlybuf4s50_1	0.55
ha_1	0.32
a211oi_1	0.28
o21ai_0	0.25
o21ai_0	0.35
nand2_1	0.18
a21oi_1	0.32
o22ai_2	0.23
a211oi_1	0.50
or3_1	0.25
a2111oi_0	0.12
nor3_1	0.19
clkdlybuf4s50_1	0.51
-- layer usage --
layer	vias up	routed length [um]	part of all wire (%)
li1	3515	-	-
met1	3029	10310	51
met2	198	8802	43
met3	36	979	4.8
met4	0	165	0.81
met5	-	0	0
-- placed cells by master (no fill, tap or decap), types with 3 or more instances in the layout --
master,Yosys,final
a21o_1,43,42
o21a_1,7,7
a31o_2,4,4
nand3_1,39,39
xnor2_1,79,79
xor2_1,40,40
clkdlybuf4s50_1,0,195
buf_4,1,3
o31ai_1,9,9
inv_1,24,24
o211ai_1,4,4
a31oi_1,9,9
a211oi_1,4,4
nand4_1,25,25
nor3_1,17,17
ha_1,64,64
and2_1,4,4
nand2_1,114,114
o21ai_1,5,5
a221oi_1,3,3
o21bai_1,16,16
and3_1,25,25
nor2_1,83,83
or2_2,3,3
nor2b_1,4,4
nand2b_1,3,3
a21oi_1,103,103
and4_1,9,9
o21ai_0,55,55
o41ai_1,3,3
Power and IR drop assume default switching activity.
